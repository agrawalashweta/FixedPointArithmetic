<file path="./constraint.sdc">
current_design fxp_div

set clk_period 281.2
set clk_io_pct 0.2

create_clock -name clk0 -period $clk_period

set non_clock_inputs [all_inputs -no_clocks]
set_input_delay [expr $clk_period * $clk_io_pct] -clock clk0 $non_clock_inputs
set_output_delay [expr $clk_period * $clk_io_pct] -clock clk0 [all_outputs]
</file>
<file path="./design.v">
module fxp_width #(parameter input_width_int=8, 
                   parameter input_width_frac=8,
                   parameter output_width_int=8,
                   parameter output_width_frac=8,
                   parameter ROUND=1)(
                    input wire[input_width_int+input_width_frac-1:0] in,
                    output wire[output_width_int + output_width_frac-1:0] out,
                    output reg overflow
                   );
                    initial overflow=1'b0;
                    reg[input_width_int+output_width_frac-1:0] inr=0;
                    reg[input_width_int-1:0] input_int=0;
                    reg[output_width_int-1:0] output_int=0;
                    reg[output_width_frac-1:0] output_frac=0;
                    generate if(output_width_frac<input_width_frac)  
                    begin
                        if (ROUND==0)
                        begin
                            always @(*) inr= in[input_width_int + input_width_frac -1: input_width_frac- output_width_frac];  
                        end
                        else if (input_width_int+ output_width_frac>=2)  
                        begin
                            always @(*)
                            begin
                                inr= in[input_width_int + input_width_frac -1: input_width_frac- output_width_frac];
                                if (in[input_width_frac - output_width_frac -1] & ~(~inr[input_width_int+ output_width_frac -1] & (&inr[input_width_int+output_width_frac-2:0])))
                                begin
                                    inr=inr+1;
                                end
                            end
                        end
                        else
                        begin
                            always @(*)
                            begin
                                inr= in[input_width_int + input_width_frac -1: input_width_frac- output_width_frac];
                                if (in[input_width_frac - output_width_frac -1] & inr[input_width_int+ output_width_frac -1]) inr=inr +1;
                            end
                        end
                    end
                    else if( output_width_frac== input_width_frac)
                    begin
                        always @(*)
                        begin
                            inr[input_width_int+output_width_frac-1:input_width_frac-output_width_frac]=in;
                        end
                    end
                    else
                    begin
                        always @(*)
                        begin
                            inr[input_width_int + output_width_frac -1: output_width_frac- input_width_frac]= in;
                            inr[output_width_frac- input_width_frac -1:0]= 0;
                        end
                    end
                    endgenerate
                    generate if (output_width_int<input_width_int)
                    begin
                        always @(*)
                        begin
                            {input_int, output_frac}= inr;
                            if ( ~input_int[input_width_int-1] &  (| input_int[input_width_int-2:output_width_int-1]))  
                            begin
                                overflow= 1'b1;
                                output_int= {output_width_int{1'b1}};
                                output_int[output_width_int-1]=1'b0;
                                output_frac= {output_width_frac{1'b1}};
                            end
                            else if (input_int[input_width_int-1] & ~(&input_int[input_width_int-2:output_width_int-1]))
                            begin
                                overflow=1'b1;
                                output_int=0;
                                 output_int[output_width_int-1]= 1'b1;
                                 output_frac=0;
                            end
                            else
                            begin
                                overflow=1'b0;
                                output_int= input_int[output_width_int-1:0];
                            end
                        end
                    end
                    else
                    begin
                        always @(*)
                        begin
                            {input_int,output_frac}= inr;
                            overflow=1'b0;
                            output_int= input_int[input_width_int-1]? {output_width_int{1'b1}}:0;
                            output_int[input_width_int-1:0]=input_int;
                        end
                    end
                    endgenerate
                    assign out= {output_int, output_frac};
endmodule
module fxp_div #(parameter A_width_int=8,
                parameter A_width_frac=8,
                parameter B_width_int=8,
                parameter B_width_frac=8,
                parameter output_width_int=8,
                parameter output_width_frac=8,
                parameter ROUND=1)(
                    input wire[A_width_int + A_width_frac-1:0] dividend,
                    input wire[B_width_int + B_width_frac -1:0] divisor,
                    output reg[output_width_int + output_width_frac -1:0] out,
                    output reg overflow
                );
                initial begin
                    out=0;
                    overflow=0;
                end
                localparam result_width_int= (output_width_int+ B_width_int> A_width_int)? output_width_int + B_width_int : A_width_int;
                localparam result_width_frac= (output_width_frac + B_width_frac> A_width_frac)? output_width_frac + B_width_frac : A_width_frac;
                reg sign= 1'b0;
                reg[A_width_int + A_width_frac-1:0] undividend;
                reg[B_width_int + B_width_frac -1:0] undivisor;  
                reg[result_width_int + result_width_int -1:0] acc=0, acct=0;  
                reg[result_width_int + result_width_frac -1:0] dividend_adj, divisor_adj;
                localparam [A_width_int + A_width_frac -1:0] oneA= {{(A_width_int+A_width_frac -1){1'b0}},1'b1};
                localparam [B_width_int + B_width_frac -1:0] oneB= {{(B_width_int+B_width_frac-1){1'b0}},1'b1};
                localparam [output_width_int + output_width_frac -1:0] oneO= {{(output_width_int + output_width_frac-1){1'b0}},1'b1};
                always @(*)
                begin
                    sign= dividend[A_width_int + A_width_frac -1] ^ divisor[B_width_int + B_width_frac -1];
                    undividend= dividend[A_width_int + A_width_frac -1]? ((~dividend) + oneA) : dividend;
                    undivisor= divisor[B_width_int + B_width_frac -1]? ((~divisor) + oneB) : divisor;
                end
                fxp_width #(.input_width_int(A_width_int),
                            .input_width_frac(A_width_frac),
                            .output_width_int(result_width_int),
                            .output_width_frac(result_width_frac),
                            .ROUND(0)) ina(
                                .in(undividend),
                                .out(dividend_adj),
                                .overflow ( )
                            );
                fxp_width #(.input_width_int(B_width_int),
                            .input_width_frac(B_width_frac),
                            .output_width_int(result_width_int),
                            .output_width_frac(result_width_frac),
                            .ROUND(0)) inb(
                                .in(undivisor),
                                .out(divisor_adj),
                                .overflow ( )
                            );
                integer shift_amount;  
                always @(*)
                begin
                    acc=0;  
                    out=0;
                    for(shift_amount= output_width_int -1 ; shift_amount>= -output_width_frac; shift_amount= shift_amount -1)  
                    begin
                        if (shift_amount>=0)
                        begin
                            acct= acc+ (divisor_adj<<shift_amount);  
                        end
                        else
                        begin
                            acct= acc + (divisor_adj>>-shift_amount);  
                        end
                        if (acct<= dividend_adj)
                        begin
                            acc=acct;  
                            out[output_width_frac + shift_amount] = 1'b1;  
                        end
                        else
                        begin
                            out[output_width_frac + shift_amount] =1'b0;  
                        end
                    end
                    if (ROUND && ~(&out)) begin
                        acct= acc + (divisor_adj>> output_width_frac);
                        if ((acct - dividend_adj) < (dividend_adj-acc)) 
                        begin
                            out=out+1;
                        end
                    end
                    overflow = 1'b0;
                    if (sign)  
                    begin
                        if (out[output_width_int + output_width_frac -1])  
                        begin
                            if (|out[output_width_int + output_width_frac -2:0])  
                            begin
                                overflow= 1'b1;
                                out[output_width_int + output_width_frac -1] = 1'b1;
                                out[output_width_int + output_width_frac -2 :0] = 0;
                            end
                        end
                        else
                        begin
                            out = (~out) + oneO;  
                        end
                    end
                    else  
                    begin
                        if (out[output_width_int + output_width_frac -1])  
                        begin
                            overflow= 1'b1;
                            out[output_width_int + output_width_frac -1 ] =1'b0;
                            out[output_width_int + output_width_frac -2:0] = {(output_width_int+output_width_frac-1){1'b1}};
                        end
                    end
                end
endmodule
</file>
<file path="./config.mk">
export PLATFORM = sky130hd
export DESIGN_NAME = fxp_div
export DESIGN_NICKNAME = fxp_div
export VERILOG_FILES = /design/flow/design.v
export SDC_FILE = /design/flow/constraint.sdc
export NUM_CORES = 4
export LEC_CHECK = 1
export CORE_UTILIZATION = 30
export SYNTH_HDL_FRONTEND = slang
</file>
<file path="./run.sh">
#!/bin/bash
# OpenROAD 26Q1-2900-gdf79404cd8, Yosys 0.63+post, stock flow scripts
make -C /OpenROAD-flow-scripts/flow DESIGN_CONFIG=/design/flow/config.mk WORK_HOME=/design/flow/orfs finish
</file>
==> reports/metrics.yaml <==
status:
  outcome: "complete, no violations"
final_timing:
  worstMarginPinSlew_ns: 1.11
  post-route-period-util_pct: 71.4
  finalSetupViolCount: 0
  slew_violations: 0
  hold_viol: 0
  whs_ns: 114.03
  rsz0062_at_grt: "no"
  fmax_ghz: 0.00498
  relSlewSlack_pct: 24.2
  fin_crit_ns: 200.73
  fin_tns_setup_ns: 0
synthesis:
  synth_area_per_cell_um2: 7.47
  yosysMostFrequentCell: "ha_1"
  area_leaders: "ha_1, xnor2_1, a21oi_1"
  top_area_share_pct: 29.1
  ys_cells: 4486
  syn-cell-area_um2: 33500
  ys_area_um2: 33500
  ys_sh_simple_pct: 19.5
  top_logic_kind: "adder cells"
  synth-xor-area-share_pct: 11.9
  mux_area_share_pct: 6.27
  adder_share_pct: 30.9
  ys_types: 105
  synth-compound-area-share_pct: 27.7
  syn_inst: 4486
  top_cells_by_count: "ha_1, a21oi_1, nand2_1"
  synth_warnings: 0
  synth.largest_area_cell: "ha_1"
  ys_seq_share_pct: 0
critical_path:
  worstPathMaxFanout: 42
  crit_start: "dividend[2]"
  crit_buf_inv: 27
  required_ns: 224.96
  slowest_stage: "a2111oi_0"
  worstPathArrival_ns: 144.49
  cpMostUsedCell: "ha_1"
  start_kind: "input port"
  crit_type: "input port to primary output"
  endpoint_kind: "primary output"
  crit_family: "AND-OR/OR-AND gates"
  crit_path_max_incr_delay_ns: 0.97
die:
  dieWidth_um: 336
  ios: 49
  rows: 122
  fp_util_pct: 30.3
  coreArea_um2: 111000
  die_h_um: 336
  dieArea_um2: 113000
flow_run:
  warnings: 54
  maxCapViolCount: 0
grt:
  grt_pass1_wl_um: 184000
  grt_pass1_vias: 31300
  track_usage_pct: 21.1
  grt_max_degree: 47
  overflow: 0
  antenna_found_initial: 1
placement:
  hpwlAfterDp_um: 96500
  gp_congestion: 1.00
  portBuffers: 49
final_layout:
  nClkBuffers: 0
  flops: 0
  final.fill_count: 11600
  syn2layout_area_growth_pct: 8.51
  seqCellArea_um2: 0
  drive_gt1_share_pct: 7.84
detailed_routing:
  wirelength_um: 119000
  drtPass1Iterations: 8
  drt_iter0_drc: 2050
  drc: 0
  detail-route-antenna-nets: 0
  viasPerCell: 5.55
  vias: 33400
  antenna-diode-count: 0
  wl_per_cell_um: 19.8
worst_hold_path:
  hold_path_class: "input port to primary output"
  holdCritStartpoint: "dividend[15]"
  min_to: "out[9]"
  whs_path_depth: 6
cts:
  cts_setup_buffers: 0
  ctsHoldBuffers: 0
  ctsResizeCount: 0
## cell families after synthesis
group                      count (synthesis)
AOI/OAI and AO/OA                       1401
adders and majority gates                809
and+or+nand+nor                         1327
muxes                                    189
xor gates and xnor gates                 435
buffers and inverters                    325
## layer usage
metal  track usage (%)  vias to the layer above  wire [um]
li1                  -                    16900          -
met3              1.85                      199       6140
met2              35.1                      973      55100
met5                 0                        -          0
met1              29.1                    15300      54300
met4              5.73                        0       3880
## final cells by class
type	count	area (um2)	share of cell area [%]
Timing Repair Buffer	133	1120	3.08
Multi-Input combinational cell	4161	32400	89.2
Tap cell	1488	1860	5.12
Inverter	244	926	2.55
## metrics by stage
stage	cells	worst slack [ns]	utilization (%)	cell area [um2]
after floorplan	4486	88.10	-	33500
after global placement	6026	82.50	32.8	36300
after detailed placement	6026	81.85	32.8	36300
after CTS	6026	81.52	32.8	36300
after global routing	6026	73.10	32.8	36300
final	6026	80.47	32.8	36300
## worst max path at each step
| stage | cells past startpoint | end | slack [ns] |
|---|---|---|---|
| after CTS | 354 | out[12] | 81.52 |
| after global routing | 353 | out[12] | 73.10 |
| final | 353 | out[12] | 80.47 |
## placed cells by master (no fill, tap or decap), types with 29 or more instances in the layout
cell	synthesis	layout
ha_1	778	778
a21oi_1	374	373
nand2_1	338	338
nor2_1	333	330
xnor2_1	283	276
o21ai_0	266	266
inv_1	243	241
a21o_1	217	217
mux2_2	141	141
xor2_1	138	130
nand3_1	100	100
nand4_1	100	100
nor3_1	99	99
o21a_1	93	93
buf_4	0	84
nor2b_1	67	67
nand2b_1	60	60
clkdlybuf4s50_1	0	49
a31oi_1	46	46
a211oi_1	44	44
mux2i_1	43	42
o31ai_1	42	41
o21bai_1	39	39
and2_1	37	37
or2_2	36	36
and3_1	33	33
o211ai_1	32	32
fa_1	31	31
or3_1	29	29
