**/design/flow/config.mk**
```make
export PLATFORM = sky130hd
export DESIGN_NAME = fxp_add
export DESIGN_NICKNAME = fxp_add
export VERILOG_FILES = /design/flow/design.v
export SDC_FILE = /design/flow/constraint.sdc
export NUM_CORES = 4
export LEC_CHECK = 1
export CORE_AREA = 10 10 70 70
export DIE_AREA = 0 0 80 80
export SYNTH_HDL_FRONTEND = slang
```
**/design/flow/constraint.sdc**
```tcl
current_design fxp_add

set clk_period 19.7
set clk_io_pct 0.2

create_clock -name clk0 -period $clk_period

set non_clock_inputs [all_inputs -no_clocks]
set_input_delay [expr $clk_period * $clk_io_pct] -clock clk0 $non_clock_inputs
set_output_delay [expr $clk_period * $clk_io_pct] -clock clk0 [all_outputs]
```
**/design/flow/design.v**
```verilog
module fxp_add #(parameter A_width_int=8,
                parameter A_width_frac=8,
                parameter B_width_int=8,
                parameter B_width_frac=8,
                parameter output_width_int=8,
                parameter output_width_frac=8,
                parameter ROUND=1) (
                input wire[A_width_int + A_width_frac -1 :0] ina,
                input wire[B_width_int + B_width_frac -1:0] inb,
                output wire[output_width_int+output_width_frac-1:0] out,
                output wire overflow
                );
                localparam max_width_int= (A_width_int>B_width_int)? A_width_int : B_width_int;
                localparam max_width_frac= (A_width_frac>B_width_frac)? A_width_frac : B_width_frac;
                localparam result_width_int= max_width_int +1;
                localparam result_width_frac= max_width_frac;
                wire[max_width_int+max_width_frac-1:0] ina_adj, inb_adj;
                wire signed[result_width_int+result_width_frac-1:0] result= $signed(ina_adj) + $signed(inb_adj);
                fxp_width #(.input_width_int(A_width_int),
                            .input_width_frac(A_width_frac),
                            .output_width_int(max_width_int),
                            .output_width_frac(max_width_frac),
                            .ROUND(0)) ina_width(
                                .in(ina),
                                .out(ina_adj),
                                .overflow( )
                            );
                fxp_width #(.input_width_int(B_width_int),
                            .input_width_frac(B_width_frac),
                            .output_width_int(max_width_int),
                            .output_width_frac(max_width_frac),
                            .ROUND(0)) inb_width(
                                .in(inb),
                                .out(inb_adj),
                                .overflow( )
                            );
                fxp_width #(.input_width_int(result_width_int),
                            .input_width_frac(result_width_frac),
                            .output_width_int(output_width_int),
                            .output_width_frac(output_width_frac),
                            .ROUND(ROUND)) res_width(
                                .in ($unsigned(result)),
                                .out(out),
                                .overflow(overflow)
                            );
endmodule
module fxp_width #(parameter input_width_int=8, 
                   parameter input_width_frac=8,
                   parameter output_width_int=8,
                   parameter output_width_frac=8,
                   parameter ROUND=1)(
                    input wire[input_width_int+input_width_frac-1:0] in,
                    output wire[output_width_int + output_width_frac-1:0] out,
                    output reg overflow
                   );
                    initial overflow=1'b0;
                    reg[input_width_int+output_width_frac-1:0] inr=0;
                    reg[input_width_int-1:0] input_int=0;
                    reg[output_width_int-1:0] output_int=0;
                    reg[output_width_frac-1:0] output_frac=0;
                    generate if(output_width_frac<input_width_frac)  
                    begin
                        if (ROUND==0)
                        begin
                            always @(*) inr= in[input_width_int + input_width_frac -1: input_width_frac- output_width_frac];  
                        end
                        else if (input_width_int+ output_width_frac>=2)  
                        begin
                            always @(*)
                            begin
                                inr= in[input_width_int + input_width_frac -1: input_width_frac- output_width_frac];
                                if (in[input_width_frac - output_width_frac -1] & ~(~inr[input_width_int+ output_width_frac -1] & (&inr[input_width_int+output_width_frac-2:0])))
                                begin
                                    inr=inr+1;
                                end
                            end
                        end
                        else
                        begin
                            always @(*)
                            begin
                                inr= in[input_width_int + input_width_frac -1: input_width_frac- output_width_frac];
                                if (in[input_width_frac - output_width_frac -1] & inr[input_width_int+ output_width_frac -1]) inr=inr +1;
                            end
                        end
                    end
                    else if( output_width_frac== input_width_frac)
                    begin
                        always @(*)
                        begin
                            inr[input_width_int+output_width_frac-1:input_width_frac-output_width_frac]=in;
                        end
                    end
                    else
                    begin
                        always @(*)
                        begin
                            inr[input_width_int + output_width_frac -1: output_width_frac- input_width_frac]= in;
                            inr[output_width_frac- input_width_frac -1:0]= 0;
                        end
                    end
                    endgenerate
                    generate if (output_width_int<input_width_int)
                    begin
                        always @(*)
                        begin
                            {input_int, output_frac}= inr;
                            if ( ~input_int[input_width_int-1] &  (| input_int[input_width_int-2:output_width_int-1]))  
                            begin
                                overflow= 1'b1;
                                output_int= {output_width_int{1'b1}};
                                output_int[output_width_int-1]=1'b0;
                                output_frac= {output_width_frac{1'b1}};
                            end
                            else if (input_int[input_width_int-1] & ~(&input_int[input_width_int-2:output_width_int-1]))
                            begin
                                overflow=1'b1;
                                output_int=0;
                                 output_int[output_width_int-1]= 1'b1;
                                 output_frac=0;
                            end
                            else
                            begin
                                overflow=1'b0;
                                output_int= input_int[output_width_int-1:0];
                            end
                        end
                    end
                    else
                    begin
                        always @(*)
                        begin
                            {input_int,output_frac}= inr;
                            overflow=1'b0;
                            output_int= input_int[input_width_int-1]? {output_width_int{1'b1}}:0;
                            output_int[input_width_int-1:0]=input_int;
                        end
                    end
                    endgenerate
                    assign out= {output_int, output_frac};
endmodule
```
**/design/flow/run.sh**
```bash
#!/bin/bash
# OpenROAD 26Q1-2900-gdf79404cd8, Yosys 0.63+post, stock flow scripts
make -C /OpenROAD-flow-scripts/flow DESIGN_CONFIG=/design/flow/config.mk WORK_HOME=/design/flow/orfs finish
```
==> results.cfg <==
; physical design summary
[worst_setup_path]
endpoint = out[11]
cp.required_ns = 15.76
critPathTopFamily = AND-OR/OR-AND gates
cp-start-kind = primary input
cp_cell_sequence = clkdlybuf4s50_1 > ha_1 > a21o_1 > a2111oi_0 > o21ai_0 > a31oi_1 > ha_1 > inv_1 > o2111a_1 > or4_1 > clkdlybuf4s50_1
crit_buf_inv = 3
cpPeakStageDelay_ns = 0.59
path_depth = 11
critPathLaunch = ina[13]
cpMaxStageDelayCell = ha_1
critPathKind = primary input to output port
cp.arrival_ns = 7.80
crit_fanout = 19
worst_setup_path_end_kind = output port

[timing]
finalCriticalPeriod_ns = 11.74
hold_viol_final = 0
fin_crit_sh_pct = 59.6
worstMarginPinSlew_ns = 0.628
max_freq_mhz = 85.1
fin_tns_setup_ns = 0
rsz0062_at_grt = no
finalSetupViolCount = 0
slew_violations = 0
relSlewSlack_pct = 58.1

[logic_synthesis]
ys_warn_count = 0
yosys_area_sq_um = 998
mux_area_share_pct = 0
synthXorXnorAreaFrac_pct = 7.02
avgSynthCellArea_sq_um = 6.70
adder_share_pct = 24.6
ys_sh_aoi_pct = 37.7
synth.distinct_cells = 41
top_logic_kind = AND-OR/OR-AND gates
ys_cells = 149
ys_seq_share_pct = 0
synth-simple-area-share_pct = 24.8
synth_area_sq_um = 998
syn-instance-count = 149

[finish]
clkbuf_count = 0
seq_area_sq_um = 0
flop-count = 0
syn2layout_area_growth_pct = 52.4
drive_gt1_share_pct = 2.08
fillerInstances = 361
fin_area_sq_um = 1520

[run]
drv_cap = 0
tool_warnings = 33

[power]
peakVddDrop_uv = 22.4
swShare_pct = 42.1
p_int_mw = 0.0357
combinationalPowerShare_pct = 100.0
seqPwrFrac_pct = 0
clkPwrFrac_pct = 0
power.leakage_nw = 0.607
cellPowerDensity_nw_per_um2 = 40.5
power.switching_mw = 0.0259

[route]
n_antenna_cell = 0
drc_errors = 0
first_pass_iters = 4
wire_per_inst_um = 14.1
wl_um = 3350
viasPerCell = 5.19
vias = 1236
ant_nets = 0
dr.first_iter.drc_count = 43

[min_path]
hp-class = primary input to output port

[floorplan]
dieArea_sq_um = 6400
core_sq_um = 3420
io_pins = 49
initCoreUtil_pct = 29.2
die_w_um = 80
placementRows = 21
fp.dieH_um = 80

[grt]
grt_most_used_layer = met2
grt_util_met2_pct = 17.2
grt_pass1_vias = 1280
grt_util_met1_pct = 13.5
grt_pass1_wl_um = 5670
track_usage_pct = 10.3
met3_usage_pct = 2.61
antenna_found_initial = 0
grt_max_degree = 20
overflow = 0

[clocking]
cts-hold-fix-buffers = 0
cts_resized = 0
post_cts_buffers = 0

[run_status]
status = finished, final reports clean

[place]
placedInstanceArea_sq_um = 1520
gp_congestion = 0.842
dpl.hpwl_um = 2910
io_buffers = 49
[area by class of cell]
cell class / instances / area [sq um] / share of cell area (%)
Tap cell: 46 / 57.6 / 3.78
Multi-Input combinational cell: 134 / 940 / 61.8
Timing Repair Buffer: 49 / 490 / 32.2
Inverter: 9 / 33.8 / 2.22
[power groups by stage]
stage / logic (mW) / clock network [mW] / registers [mW]
final: 0.0616 / 0 / 0
after global routing: 0.0698 / 0 / 0
after CTS: 0.0626 / 0 / 0
[cell usage in the layout, fill, tap and decap left out, types with 4 or more instances in the layout]
master	instances
nor3_1	6
xnor2_1	4
nand4_1	7
xor2_1	4
inv_1	9
ha_1	18
a21o_1	6
nor2_1	9
nand2_1	12
clkdlybuf4s50_1	49
o21ai_0	13
a21oi_1	16
[stage by stage]
| stage | hold WS (ns) | cells | worst slack [ns] | util (%) | power, mW |
|---|---|---|---|---|---|
| after detailed placement | 9.05 | 238 | 8.03 | 44.5 | 0.0621 |
| after floorplan | 8.05 | 149 | 9.45 | - | 0.0293 |
| after global routing | 9.10 | 238 | 7.66 | 44.5 | 0.0698 |
| after global placement | 9.05 | 238 | 8.03 | 44.5 | 0.0626 |
| after CTS | 9.06 | 238 | 8.01 | 44.5 | 0.0626 |
| final | 9.04 | 238 | 7.96 | 44.5 | 0.0616 |
[kinds of logic (layout without fill, tap and decap cells)]
group,after synthesis,after routing
AOI/OAI and AO/OA,58,58
and+or+nand+nor,49,49
adders and majority gates,19,19
buffers and inverters,15,58
xor gates and xnor gates,8,8
[layer usage]
| layer | vias to the layer above | share of wire [%] |
|---|---|---|
| met4 | 0 | 0 |
| met2 | 38 | 45 |
| li1 | 653 | - |
| met5 | - | 0 |
| met3 | 0 | 7.8 |
| met1 | 545 | 47 |
[cell usage after synthesis]
cell | instances | area, sq um
o311ai_0 | 1 | 8.76
nor2_1 | 9 | 33.8
a21oi_1 | 16 | 80.1
o211a_1 | 1 | 10.0
xnor2_1 | 4 | 35.0
nand2_2 | 1 | 6.26
a2111oi_0 | 1 | 8.76
o211ai_1 | 2 | 15.0
o2111a_1 | 1 | 11.3
nand3_1 | 3 | 15.0
a2111o_1 | 1 | 11.3
ha_1 | 18 | 225
nand3b_1 | 1 | 7.51
and2_1 | 1 | 6.26
o21ai_0 | 13 | 65.1
o2111ai_1 | 2 | 17.5
a211oi_1 | 1 | 7.51
a21o_1 | 6 | 45.0
or3_1 | 1 | 6.26
nor2b_1 | 2 | 12.5
xor2_1 | 4 | 35.0
o31ai_1 | 2 | 15.0
o21a_1 | 2 | 15.0
nand2_1 | 12 | 45.0
a31o_2 | 1 | 8.76
clkbuf_1 | 4 | 15.0
nor3_1 | 6 | 30.0
inv_1 | 9 | 33.8
nor4_1 | 1 | 6.26
nand4_1 | 7 | 43.8
or4_1 | 1 | 7.51
a31o_1 | 1 | 8.76
o31a_1 | 1 | 8.76
o21ai_1 | 1 | 5.00
a21oi_2 | 1 | 8.76
a31oi_1 | 3 | 18.8
or4_2 | 1 | 8.76
buf_2 | 2 | 10.0
a21boi_0 | 1 | 7.51
fa_1 | 1 | 20.0
nand2b_1 | 3 | 18.8
[how the worst min path moves through the flow]
stage | from | endpoint | slack, ns | cells after the start
4_1_cts | inb[0] | out[0] | 9.06 | 4
5_1_grt | inb[0] | out[0] | 9.10 | 4
6_report | inb[0] | out[0] | 9.04 | 4
Power is estimated from default activity; no workload was simulated.
