<file path="flow/design.v">
module fxp_addsub #(
                    parameter A_width_int=8,
                    parameter A_width_frac=8,
                    parameter B_width_int=8,
                    parameter B_width_frac=8,
                    parameter output_width_int=8,
                    parameter output_width_frac=8,
                    parameter ROUND=1)(
                    input wire[A_width_int+ A_width_frac -1:0] ina,
                    input wire[B_width_int + B_width_frac -1 :0] inb,
                    input wire sub,
                    output wire[output_width_int+ output_width_frac-1:0] out,
                    output wire overflow
                    );
                    localparam B_edited_width_int= B_width_int +1;
                    localparam max_width_int= (A_width_int>B_edited_width_int)? A_width_int: B_edited_width_int;
                    localparam max_width_frac= (A_width_frac> B_width_frac)? A_width_frac : B_width_frac;
                    localparam result_width_int= max_width_int +1;
                    localparam  result_width_frac = max_width_frac;
                    wire[B_edited_width_int+ B_width_frac-1 :0] ONE = {{(B_edited_width_int + B_width_frac -1){1'b0}},1'b1};
                    wire[B_edited_width_int+ B_width_frac-1 :0] inb_widthadj;
                    wire[max_width_int + max_width_frac -1 :0] ina_adj, inb_adj;
                    wire[B_edited_width_int+ B_width_frac-1 :0 ] inb_edited ;
                    assign inb_edited = sub? (~inb_widthadj + ONE) : (inb_widthadj);
                    wire signed[result_width_int + result_width_frac-1:0] result;
                    assign result= $signed(ina_adj) + $signed(inb_adj);
                    fxp_width #(.input_width_int(B_width_int),
                                .input_width_frac(B_width_frac),
                                .output_width_int(B_edited_width_int),
                                .output_width_frac(B_width_frac),
                                .ROUND(0)) inb_extend(
                                    .in(inb),
                                    .out(inb_widthadj),
                                    .overflow ( )
                                );
                    fxp_width #(.input_width_int(A_width_int),
                                .input_width_frac(A_width_frac),
                                .output_width_int(max_width_int),
                                .output_width_frac(max_width_frac),
                                .ROUND(0)) inaadj(
                                    .in(ina),
                                    .out(ina_adj),
                                    .overflow ( )
                                );
                    fxp_width #(.input_width_int(B_edited_width_int),
                                .input_width_frac(B_width_frac),
                                .output_width_int(max_width_int),
                                .output_width_frac(max_width_frac),
                                .ROUND(0)) inbadj(
                                    .in(inb_edited),
                                    .out(inb_adj),
                                    .overflow( )
                                );
                    fxp_width  #( .input_width_int(result_width_int),
                                .input_width_frac(result_width_frac),
                                .output_width_int(output_width_int),
                                .output_width_frac(output_width_frac),
                                .ROUND(ROUND) ) res_adj(
                                    .in($unsigned(result)),
                                    .out(out),
                                    .overflow (overflow)
                                );
endmodule
module fxp_width #(parameter input_width_int=8, 
                   parameter input_width_frac=8,
                   parameter output_width_int=8,
                   parameter output_width_frac=8,
                   parameter ROUND=1)(
                    input wire[input_width_int+input_width_frac-1:0] in,
                    output wire[output_width_int + output_width_frac-1:0] out,
                    output reg overflow
                   );
                    initial overflow=1'b0;
                    reg[input_width_int+output_width_frac-1:0] inr=0;
                    reg[input_width_int-1:0] input_int=0;
                    reg[output_width_int-1:0] output_int=0;
                    reg[output_width_frac-1:0] output_frac=0;
                    generate if(output_width_frac<input_width_frac)  
                    begin
                        if (ROUND==0)
                        begin
                            always @(*) inr= in[input_width_int + input_width_frac -1: input_width_frac- output_width_frac];  
                        end
                        else if (input_width_int+ output_width_frac>=2)  
                        begin
                            always @(*)
                            begin
                                inr= in[input_width_int + input_width_frac -1: input_width_frac- output_width_frac];
                                if (in[input_width_frac - output_width_frac -1] & ~(~inr[input_width_int+ output_width_frac -1] & (&inr[input_width_int+output_width_frac-2:0])))
                                begin
                                    inr=inr+1;
                                end
                            end
                        end
                        else
                        begin
                            always @(*)
                            begin
                                inr= in[input_width_int + input_width_frac -1: input_width_frac- output_width_frac];
                                if (in[input_width_frac - output_width_frac -1] & inr[input_width_int+ output_width_frac -1]) inr=inr +1;
                            end
                        end
                    end
                    else if( output_width_frac== input_width_frac)
                    begin
                        always @(*)
                        begin
                            inr[input_width_int+output_width_frac-1:input_width_frac-output_width_frac]=in;
                        end
                    end
                    else
                    begin
                        always @(*)
                        begin
                            inr[input_width_int + output_width_frac -1: output_width_frac- input_width_frac]= in;
                            inr[output_width_frac- input_width_frac -1:0]= 0;
                        end
                    end
                    endgenerate
                    generate if (output_width_int<input_width_int)
                    begin
                        always @(*)
                        begin
                            {input_int, output_frac}= inr;
                            if ( ~input_int[input_width_int-1] &  (| input_int[input_width_int-2:output_width_int-1]))  
                            begin
                                overflow= 1'b1;
                                output_int= {output_width_int{1'b1}};
                                output_int[output_width_int-1]=1'b0;
                                output_frac= {output_width_frac{1'b1}};
                            end
                            else if (input_int[input_width_int-1] & ~(&input_int[input_width_int-2:output_width_int-1]))
                            begin
                                overflow=1'b1;
                                output_int=0;
                                 output_int[output_width_int-1]= 1'b1;
                                 output_frac=0;
                            end
                            else
                            begin
                                overflow=1'b0;
                                output_int= input_int[output_width_int-1:0];
                            end
                        end
                    end
                    else
                    begin
                        always @(*)
                        begin
                            {input_int,output_frac}= inr;
                            overflow=1'b0;
                            output_int= input_int[input_width_int-1]? {output_width_int{1'b1}}:0;
                            output_int[input_width_int-1:0]=input_int;
                        end
                    end
                    endgenerate
                    assign out= {output_int, output_frac};
endmodule
</file>
<file path="flow/run.sh">
#!/bin/bash
# OpenROAD 26Q1-2900-gdf79404cd8, Yosys 0.63+post, stock flow scripts
make -C /OpenROAD-flow-scripts/flow DESIGN_CONFIG=/design/flow/config.mk WORK_HOME=/design/flow/orfs finish
</file>
<file path="flow/config.mk">
export PLATFORM = sky130hd
export DESIGN_NAME = fxp_addsub
export DESIGN_NICKNAME = fxp_addsub
export VERILOG_FILES = /design/flow/design.v
export SDC_FILE = /design/flow/constraint.sdc
export NUM_CORES = 4
export LEC_CHECK = 1
export CORE_AREA = 10 10 82 82
export DIE_AREA = 0 0 92 92
export SYNTH_HDL_FRONTEND = slang
</file>
<file path="flow/constraint.sdc">
current_design fxp_addsub

set clk_period 21.2
set clk_io_pct 0.2

create_clock -name clk0 -period $clk_period

set non_clock_inputs [all_inputs -no_clocks]
set_input_delay [expr $clk_period * $clk_io_pct] -clock clk0 $non_clock_inputs
set_output_delay [expr $clk_period * $clk_io_pct] -clock clk0 [all_outputs]
</file>
==> reports/metrics.csv <==
stage,metric,value,unit
status,status,"complete, no violations",
floorplanning,die_h,92,µm
global_route,grt_max_degree,19,
timing,fin_ws,8.16,ns
drt,routed_wl,3980,µm
placement,place_worst_setup_slack,8.17,ns
timing,fin_setup_tns,0,ns
yosys,ys_area,1480,µm²
timing,rsz0062_at_grt,false,
yosys,avgSynthCellArea,7.17,µm²
timing,hold_viol,0,
floorplanning,core,5070,µm²
clock_network,cts_resized,0,
drt,drtAntennaViolNets,0,
timing,finalSetupViolCount,0,
floorplanning,die_area,8460,µm²
min_path,min_delay_path_depth,5,
global_route,grt_pass1_wl,6870,µm
cells_and_area,stdcell_area,2030,µm²
floorplanning,die_w,92,µm
cells_and_area,seq_cell_count,0,
power_and_ir_drop,power.leakage,0.811,nW
min_path,min_delay_worst_endpoint,out[1],
min_path,hold_class,primary input to output port,
worst_setup_path,worstPathArrival,8.80,ns
global_route,track_usage,9.19,%
placement,post_dp_cell_area,2030,µm²
yosys,ys_cells,207,
cells_and_area,n_clock_buffer,0,
global_route,grt.overflow.total,0,
power_and_ir_drop,cellPowerDensity,48.3,nW/µm²
placement,dp_hpwl,3570,µm
floorplanning,std_cell_rows,26,
drt,drc,0,
drt,vias,1541,
yosys,syn_inst,207,
timing,finalCriticalPeriod,13.04,ns
worst_setup_path,required,16.96,ns
worst_setup_path,worstSetupPathType,primary input to output port,
yosys,yosysMostFrequentCell,o21ai_0,
timing,timing.fmax,76.7,MHz
worst_setup_path,end_kind,output port,
yosys,synthesis.area,1480,µm²
power_and_ir_drop,ir_worst_vdd,0.0180,mV
job,maxCapViolCount,0,
min_path,hold_start,ina[1],
timing,final_max_slew_viol_count,0,
yosys,top_cells_by_count,"26 x o21ai_0, 22 x a21oi_1, 20 x ha_1, 20 x nand2_1, 18 x xnor2_1",
timing,finalCritPeriodShare,61.5,%
floorplanning,fp_util,29.2,%
global_route,grt_pass1_vias,1513,
drt,first_iter_violations,55,
global_route,antenna_found_initial,0,
worst_setup_path,crit_path_start_kind,primary input,
clock_network,post_cts_buffers,0,
drt,routedWlPerCell,12.4,µm
clock_network,cts_hold_buf,0,
yosys,ys_warn_count,0,
yosys,synth.area.top_cells,"ha_1 17%, xnor2_1 11%, o21ai_0 8.8%",
worst_setup_path,cp_max_fo,17,
drt,antenna_cells,0,
floorplanning,ios,50,
yosys,largest_area_cell,ha_1,
timing,timing.slew.headroom,56.9,%
yosys,yosysSeqAreaShare,0,%
drt,firstDrtPassIters,4,
cells_and_area,layout.area.comb,1400,µm²
cells_and_area,regArea,0,µm²
cells_and_area,layout-drive-gt1-share,6.40,%
placement,numPortBuffers,50,
placement,gp_congestion,0.887,
timing,tightest_slew,0.646,ns
yosys,top_cell_area_share,16.9,%
job,tool_warnings,34,
cells_and_area,area_growth,36.7,%
drt,avgViaCountPerCell,4.82,
yosys,synthDistinctLibCells,46,
cells_and_area,fillCellCount,558,
==> stage by stage <==
stage | hold slack (ns) | utilization [%] | power (mW) | cells
3_5_place_dp | 9.67 | 40.0 | 0.0986 | 320
5_1_grt | 9.73 | 40.0 | 0.110 | 320
2_1_floorplan | 8.68 | - | 0.0577 | 207
6_report | 9.65 | 40.0 | 0.0979 | 320
4_1_cts | 9.67 | 40.0 | 0.0990 | 320
3_3_place_gp | 9.67 | 40.0 | 0.0983 | 320
==> per-layer routing <==
metal	global-route usage, %	vias up	wire (µm)
met5	0	-	0
met4	0	0	0
met3	1.98	0	258
met2	14.0	32	1640
met1	13.8	655	2070
li1	-	854	-
==> how the worst max path moves through the flow <==
stage           from       to  cells after the start
CTS           inb[2]  out[12]                     16
global route  inb[2]  out[12]                     16
finish        inb[2]  out[12]                     16
==> cell type report <==
cell class	instances	area share, %
inverter	12	2.22
multi-input combinational	188	68.8
tap	70	4.32
timing repair buffer	50	24.7
==> cells in the final DEF (no fill, tap or decap), types with 2 or more instances in the layout <==
| cell | count |
|---|---|
| nand2_1 | 20 |
| a21oi_1 | 22 |
| a211oi_1 | 4 |
| o21ai_2 | 2 |
| xor2_1 | 8 |
| and3_1 | 3 |
| ha_1 | 20 |
| o31ai_1 | 2 |
| inv_1 | 12 |
| nand3_1 | 5 |
| o21ai_0 | 26 |
| a211oi_2 | 3 |
| a31oi_1 | 2 |
| nand2b_1 | 4 |
| o41ai_1 | 2 |
| or3_1 | 5 |
| o21ai_1 | 3 |
| nor2_1 | 5 |
| o211ai_1 | 5 |
| xnor2_1 | 18 |
| clkdlybuf4s50_1 | 50 |
| o21a_1 | 2 |
| a21o_1 | 6 |
| nand3b_1 | 2 |
==> kinds of logic (layout without fill, tap and decap cells) <==
| group | Yosys count | in the layout | synth area share [%] |
|---|---|---|---|
| buf+inv | 19 | 62 | 5.99 |
| simple gates | 52 | 52 | 19.1 |
| fa+ha+maj | 21 | 21 | 18.2 |
| xor+xnor | 27 | 27 | 16.4 |
| mux | 1 | 1 | 0.675 |
| compound gates | 87 | 87 | 39.5 |
==> critical path, stage by stage <==
cell,delay [ns]
clkdlybuf4s50_1,0.47
nor3_1,0.28
nand3_1,0.13
or2_2,0.30
o21ai_0,0.42
nand2_1,0.12
xor2_1,0.17
ha_1,0.40
nand4_2,0.16
a211oi_2,0.25
a211oi_2,0.12
o21bai_2,0.16
xor2_2,0.54
a21oi_2,0.22
o21ai_0,0.30
clkdlybuf4s50_1,0.52
==> report_power, final <==
group          leakage (nW)  internal (mW)  switching (mW)
Clock                     0              0               0
Combinational         0.811         0.0523          0.0456
Sequential                0              0               0
Total                 0.811         0.0523          0.0456
Power is estimated from default activity; no workload was simulated.
